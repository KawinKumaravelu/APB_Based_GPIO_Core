<file path="design.v">
module GPIO_top (
    input         pclk,
    input         presetn,
    input         psel,
    input         penable,
    input         pwrite,
    input  [31:0]  paddr,
    input  [31:0] pwdata,
    input  [31:0] aux_in,
    input         ext_clk_pad_i,
    inout  [31:0] io_pad,
    output        irq,
    output        pready,
    output [31:0] prdata
);
    wire        sys_clk, sys_rst, gpio_we;
    wire [31:0] gpio_addr, gpio_dat_i, gpio_dat_o;
    wire [31:0] aux_i;
    wire [31:0] out_pad_o, oen_padoe_o, in_pad_i;
    wire        gpio_eclk, gpio_inta_o;
    apb_slave_interface apb (
        .pclk(pclk),
        .presetn(presetn),
        .psel(psel),
        .penable(penable),
        .pwrite(pwrite),
        .paddr(paddr),
        .pwdata(pwdata),
        .gpio_dat_o(gpio_dat_o),
        .gpio_inta_o(gpio_inta_o),
        .pready(pready),
        .sys_clk(sys_clk),
        .sys_rst(sys_rst),
        .gpio_we(gpio_we),
        .gpio_addr(gpio_addr),
        .gpio_dat_i(gpio_dat_i),
        .prdata(prdata),
        .irq(irq)
    );
    aux_interface aux (
        .sys_clk(sys_clk),
        .sys_rst(sys_rst),
        .aux_in(aux_in),
        .aux_i(aux_i)
    );
    GPIO_register gp (
        .sys_clk(sys_clk),
        .sys_rst(sys_rst),
        .gpio_we(gpio_we),
        .gpio_addr(gpio_addr),
        .gpio_dat_i(gpio_dat_i),
        .aux_i(aux_i),
        .in_pad_i(in_pad_i),
        .gpio_eclk(gpio_eclk),
        .gpio_inta_o(gpio_inta_o),
        .gpio_dat_o(gpio_dat_o),
        .out_pad_o(out_pad_o),
        .oen_padoe_o(oen_padoe_o)
    );
    io_interface io (
        .out_pad_o(out_pad_o),
        .oen_padoe_o(oen_padoe_o),
        .io_pad(io_pad),
        .in_pad_i(in_pad_i),
        .gpio_eclk(gpio_eclk),
        .ext_clk_pad_i(ext_clk_pad_i)
    );
endmodule
module apb_slave_interface(
    input        pclk, presetn, psel, penable, pwrite,
    input  [31:0] paddr,
    input [31:0] pwdata,
    input [31:0] gpio_dat_o,
    input        gpio_inta_o,
    output       pready,
    output       sys_clk, sys_rst,
    output reg gpio_we,
    output [31:0] gpio_addr,
    output reg [31:0] gpio_dat_i,
    output reg [31:0] prdata,
    output       irq
);
    parameter IDLE   = 2'b00,
              ENABLE = 2'b10,
              SETUP  = 2'b01;
    reg [1:0] ps, ns;
    always @(posedge pclk) begin
        if (!presetn)
            ps <= IDLE;
        else
            ps <= ns;
    end
    always @(*) begin
        case (ps)
            IDLE: begin
                if (psel && !penable) ns = SETUP;
                else                  ns = IDLE;
            end
            SETUP: begin
                if (psel && penable) ns = ENABLE;
                else if (psel && !penable) ns = SETUP;
                else ns = IDLE;
            end
            ENABLE: begin
                if (psel && penable) ns = ENABLE;
                else if (psel && !penable) ns = SETUP;
                else ns = IDLE;
            end
            default: ns = IDLE;
        endcase
    end
    assign sys_clk     = pclk;
    assign sys_rst     = presetn;
    assign gpio_addr  = paddr;
    assign irq        = gpio_inta_o;
    assign pready     = (ps == ENABLE) ? 1'b1 : 1'b0;
    always @(*) begin
        if (pwrite && ps == ENABLE) begin
            gpio_dat_i = pwdata;
            gpio_we    = 1'b1;
        end else if (!pwrite && ps == ENABLE) begin
            prdata     = gpio_dat_o;
            gpio_we    = 1'b0;
        end else begin
            gpio_dat_i = gpio_dat_i;
            prdata     = prdata;
            gpio_we    = 1'b0;
        end
    end
endmodule
module aux_interface (
    input  sys_clk,
    input  sys_rst,
    input  wire [31:0] aux_in,
    output wire [31:0] aux_i
);
    reg [31:0] aux_reg;
    always @(posedge sys_clk or posedge sys_rst) begin
        if (sys_rst)
            aux_reg <= 32'b0;
        else
            aux_reg <= aux_in;
    end
    assign aux_i = aux_reg;
endmodule
module GPIO_register (
    input        sys_clk,
    input        sys_rst,
    input        gpio_we,
    input [31:0] gpio_addr,
    input [31:0] gpio_dat_i,
    input [31:0] aux_i,
    input [31:0] in_pad_i,
    input        gpio_eclk,
    output       gpio_inta_o,
    output reg [31:0] gpio_dat_o,
    output [31:0] out_pad_o,
    output [31:0] oen_padoe_o
);
    reg [31:0] rgpio_in, rgpio_out, rgpio_oe;
    reg [31:0] rgpio_inte, rgpio_ptrig, rgpio_aux, rgpio_ints, rgpio_eclk, rgpio_nec;
    reg [1:0]  rgpio_ctrl;
    reg [31:0] pextc_sampled, nextc_sampled;
    wire [31:0] extc_in;
    wire [31:0] in_m;
    always @(posedge sys_clk or posedge sys_rst) begin
        if (sys_rst)
            rgpio_ctrl <= 2'b00;
        else if ((gpio_addr == 32'h18) && gpio_we)
            rgpio_ctrl <= gpio_dat_i[1:0];
        else if (rgpio_ctrl[1'b0])
            rgpio_ctrl[1'b1] <= rgpio_ctrl[1'b1] | gpio_inta_o;
    end
    always @(posedge sys_clk or posedge sys_rst) begin
        if (sys_rst)
            rgpio_out <= 32'b0;
        else if ((gpio_addr == 32'h04) && gpio_we)
            rgpio_out <= gpio_dat_i;
    end
    always @(posedge sys_clk or posedge sys_rst) begin
        if (sys_rst)
            rgpio_oe <= 32'b0;
        else if ((gpio_addr == 32'h08) && gpio_we)
            rgpio_oe <= gpio_dat_i;
    end
    always @(posedge sys_clk or posedge sys_rst) begin
        if (sys_rst)
            rgpio_inte <= 32'b0;
        else if ((gpio_addr == 32'h0C) && gpio_we)
            rgpio_inte <= gpio_dat_i;
    end
    always @(posedge sys_clk or posedge sys_rst) begin
        if (sys_rst)
            rgpio_ptrig <= 32'b0;
        else if ((gpio_addr == 32'h10) && gpio_we)
            rgpio_ptrig <= gpio_dat_i;
    end
    always @(posedge sys_clk or posedge sys_rst) begin
        if (sys_rst)
            rgpio_aux <= 32'b0;
        else if ((gpio_addr == 32'h14) && gpio_we)
            rgpio_aux <= gpio_dat_i;
    end
    always @(posedge sys_clk or posedge sys_rst) begin
        if (sys_rst)
            rgpio_eclk <= 32'b0;
        else if ((gpio_addr == 32'h20) && gpio_we)
            rgpio_eclk <= gpio_dat_i;
    end
    always @(posedge sys_clk or posedge sys_rst) begin
        if (sys_rst)
            rgpio_nec <= 32'b0;
        else if ((gpio_addr == 32'h24) && gpio_we)
            rgpio_nec <= gpio_dat_i;
    end
    always @(posedge gpio_eclk or posedge sys_rst) begin
        if (sys_rst)
            pextc_sampled <= 32'b0;
        else
            pextc_sampled <= in_pad_i;
    end
    always @(negedge gpio_eclk or posedge sys_rst) begin
        if (sys_rst)
            nextc_sampled <= 32'b0;
        else
            nextc_sampled <= in_pad_i;
    end
    assign extc_in = (~rgpio_nec & pextc_sampled) | (rgpio_nec & nextc_sampled);
    assign in_m    = (rgpio_eclk ? extc_in : in_pad_i);
    always @(posedge sys_clk or posedge sys_rst) begin
        if (sys_rst)
            rgpio_in <= 32'b0;
        else
            rgpio_in <= in_m;
    end
    assign gpio_inta_o = |(rgpio_inte & ((rgpio_ptrig & in_m) | (~rgpio_ptrig & ~in_m)));
    assign out_pad_o     = (rgpio_aux) ? aux_i : rgpio_out;
    assign oen_padoe_o   = rgpio_oe;
    always @(*) begin
        case (gpio_addr)
            32'h00:     gpio_dat_o = rgpio_in;
            32'h04:    gpio_dat_o = rgpio_out;
            32'h08:     gpio_dat_o = rgpio_oe;
            32'h0C:   gpio_dat_o = rgpio_inte;
            32'h10:  gpio_dat_o = rgpio_ptrig;
            32'h14:    gpio_dat_o = rgpio_aux;
            32'h18:   gpio_dat_o = {30'b0, rgpio_ctrl};
            32'h1C:   gpio_dat_o = rgpio_ints;
            32'h20:   gpio_dat_o = rgpio_eclk;
            32'h24:    gpio_dat_o = rgpio_nec;
            default:       gpio_dat_o = 32'h00000000;
        endcase
    end
endmodule
module io_interface (
    input  wire [31:0] out_pad_o,       
    input  wire [31:0] oen_padoe_o,     
    inout  wire [31:0] io_pad,          
    output wire [31:0] in_pad_i,  
	 output        gpio_eclk,           
    input         ext_clk_pad_i         
);
    genvar i;
    generate
        for (i = 0; i < 32; i = i + 1) begin : IO_PAD_LOGIC
            assign io_pad[i]   = oen_padoe_o[i] ? out_pad_o[i] : 1'bz;
            assign in_pad_i[i] = io_pad[i];
        end
    endgenerate
endmodule
</file>
<file path="constraint.sdc">
current_design GPIO_top

set clk_period 4.8
set clk_io_pct 0.2

create_clock -name clk0 -period $clk_period [get_ports {pclk}]

set non_clock_inputs [all_inputs -no_clocks]
set_input_delay [expr $clk_period * $clk_io_pct] -clock clk0 $non_clock_inputs
set_output_delay [expr $clk_period * $clk_io_pct] -clock clk0 [all_outputs]
</file>
<file path="config.mk">
export PLATFORM = sky130hd
export DESIGN_NAME = GPIO_top
export DESIGN_NICKNAME = GPIO_top
export VERILOG_FILES = /design/flow/design.v
export SDC_FILE = /design/flow/constraint.sdc
export NUM_CORES = 4
export LEC_CHECK = 1
export CORE_UTILIZATION = 30
</file>
<file path="run.sh">
#!/bin/bash
# OpenROAD 26Q1-2900-gdf79404cd8, Yosys 0.63+post, stock flow scripts
make -C /OpenROAD-flow-scripts/flow DESIGN_CONFIG=/design/flow/config.mk WORK_HOME=/design/flow/orfs finish
</file>
==> impl_metrics.json <==
{
  "die.size.y_um": 218.8,
  "htreeDepth": 2,
  "top_area_frac": 0.5146,
  "cts_buffers": 34,
  "stop_error": "[error] [KeplerFormal.cpp:679] Workflow failed: Iso has multiple drivers: .io_pad4, _1010_.X0",
  "cts_setup_buffers": 4,
  "place_ws_ns": 0.3207,
  "ys_area_um2": 14100,
  "synth-async-reset-ratio": 0.8146,
  "yosysCellCount": 1091,
  "ys_seq_elements": 356,
  "unclocked_pins": 64,
  "status": "did not finish",
  "netlist_area_um2": 14100,
  "cts_resized": 12,
  "yosys_most_used_dff": "dfrtp_1",
  "fp-row-count": 79,
  "ys_types": 55,
  "syn_avg_cell_area_um2": 12.93,
  "place_inst": 1806,
  "io_pins": 168,
  "holdBufCountCts": 0,
  "die_width_um": 218.8,
  "fp_util": 0.3036,
  "stop_stage": "clock tree synthesis (4_1_cts)",
  "untimed_endpoints": 96,
  "gp_congestion": 0.9677,
  "synth.area.top_cells": "dfrtp_1 51%, mux2_2 19%, a222oi_1 4.4%, dlxtn_1 3.4%, dlxtp_1 3.4%",
  "syn_inst": 1091,
  "top_area_cell": "dfrtp_1",
  "cts_buffer_depth": 3,
  "yosys_warnings": 37,
  "dp_hpwl_um": 33100,
  "cts_root_buf": "clkbuf_16",
  "edf_count": 0,
  "port_buffers": 134
}
-- per-stage QoR --
step / util / power, mW / setup TNS (ns) / hold slack [ns] / instance area (um^2)
3_5_place_dp: 0.3502 / 2.694 / 0 / 0.4856 / 16270
3_3_place_gp: 0.3502 / 2.693 / 0 / 0.4723 / 16270
2_1_floorplan: - / 2.575 / -2.083 / 0.4664 / 14110
-- cells in the mapped netlist, types with 6 or more instances --
cell	number
a22oi_1	36
and3_1	6
nand2b_1	26
o21ai_0	6
nand2_1	22
buf_1	19
a31oi_1	6
mux2_2	244
nor4_1	28
a222oi_1	62
o22ai_1	14
nor2b_1	23
clkbuf_1	36
dlxtp_1	32
nand3_1	79
inv_1	16
mux2i_1	11
dlxtn_1	32
nor2_1	21
and2_1	7
dfrtp_1	290
nand4_1	18
nor3_1	7
-- cell families after synthesis --
group | after synthesis | synth area share
AND-OR/OR-AND | 151 | 0.09014
AND/OR/NAND/NOR | 249 | 0.09742
XOR/XNOR | 1 | 0.0006212
flip-flops | 292 | 0.5174
latches | 64 | 0.06814
multiplexers | 255 | 0.2026
buffers and inverters | 79 | 0.02360
Power figures rest on the tool's default switching activity, not on a simulated workload.
